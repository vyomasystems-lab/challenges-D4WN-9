===== design/flow/run.sh =====
#!/bin/bash
# OpenROAD 26Q1-2900-gdf79404cd8, Yosys 0.63+post, stock flow scripts
make -C /OpenROAD-flow-scripts/flow DESIGN_CONFIG=/design/flow/config.mk WORK_HOME=/design/flow/orfs finish

===== design/flow/config.mk =====
export PLATFORM = sky130hd
export DESIGN_NAME = fixed_mux
export DESIGN_NICKNAME = fixed_mux
export VERILOG_FILES = /design/flow/design.v
export SDC_FILE = /design/flow/constraint.sdc
export NUM_CORES = 4
export LEC_CHECK = 1
export CORE_AREA = 10 10 78 78
export DIE_AREA = 0 0 88 88

===== design/flow/constraint.sdc =====
current_design fixed_mux

set clk_period 1.9
set clk_io_pct 0.2

create_clock -name clk0 -period $clk_period

set non_clock_inputs [all_inputs -no_clocks]
set_input_delay [expr $clk_period * $clk_io_pct] -clock clk0 $non_clock_inputs
set_output_delay [expr $clk_period * $clk_io_pct] -clock clk0 [all_outputs]

===== design/flow/design.v =====
module fixed_mux(sel,inp0, inp1, inp2, inp3, inp4, inp5, inp6, inp7, inp8, 
           inp9, inp10, inp11, inp12, inp13, inp14, inp15, inp16, inp17,
           inp18, inp19, inp20, inp21, inp22, inp23, inp24, inp25, inp26,
           inp27, inp28, inp29, inp30, out);
  input [4:0] sel;
  input [1:0] inp0, inp1, inp2, inp3, inp4, inp5, inp6,
            inp7, inp8, inp9, inp10, inp11, inp12, inp13, 
            inp14, inp15, inp16, inp17, inp18, inp19, inp20,
            inp21, inp22, inp23, inp24, inp25, inp26,
            inp27, inp28, inp29, inp30;
  output [1:0] out;
  reg [1:0] out;
  always @(sel or inp0  or inp1 or  inp2 or inp3 or inp4 or inp5 or inp6 or
            inp7 or inp8 or inp9 or inp10 or inp11 or inp12 or inp13 or 
            inp14 or inp15 or inp16 or inp17 or inp18 or inp19 or inp20 or
            inp21 or inp22 or inp23 or inp24 or inp25 or inp26 or inp27 or 
            inp28 or inp29 or inp30 )
  begin
    case(sel)
      5'b00000: out = inp0;  
      5'b00001: out = inp1;  
      5'b00010: out = inp2;  
      5'b00011: out = inp3;  
      5'b00100: out = inp4;  
      5'b00101: out = inp5;  
      5'b00110: out = inp6;  
      5'b00111: out = inp7;  
      5'b01000: out = inp8;  
      5'b01001: out = inp9;  
      5'b01010: out = inp10;
      5'b01011: out = inp11;
      5'b01100: out = inp12;
      5'b01101: out = inp13;
      5'b01110: out = inp14;
      5'b01111: out = inp15;
      5'b10000: out = inp16;
      5'b10001: out = inp17;
      5'b10010: out = inp18;
      5'b10011: out = inp19;
      5'b10100: out = inp20;
      5'b10101: out = inp21;
      5'b10110: out = inp22;
      5'b10111: out = inp23;
      5'b11000: out = inp24;
      5'b11001: out = inp25;
      5'b11010: out = inp26;
      5'b11011: out = inp27;
      5'b11100: out = inp28;
      5'b11101: out = inp29;
      5'b11110: out = inp30;
      default: out = 0;
    endcase
  end
endmodule

==> summary.txt <==
Implementation summary

The I/O pin count is 69. In this run the power density over the cells is 196 nW/um2. The mapped netlist covers 697 um2. The sort of element at the end of the critical path is an output pin. The global routing report lists combined usage of all routing layers as 0.0942.

The synthesis-to-layout area growth is 165%. In the final layout, the share of cells above drive strength 1 is 0.358. The number of global-route vias before repair is 1176. The slew at the pin closest to its max-slew limit is 0.304 ns.

Checking max transition, the worst relative margin is 0.797. The count of maximum capacitance violations is 0. Dividing the detail-routed via count by the number of cells gives 4.58. The die width is 88 um. Summing over the stages, the warning tally comes to 34.

Pins over their slew limit in the final report were tallied at 0. The start-to-end type of the worst setup path is input port to output pin. Setup repair after global routing could not meet its margin everywhere. On the worst path, the slowest cell contributes a delay of 0.46 ns.

Walking the worst path, the cells encountered are buf_8 -> buf_12 -> buf_6 -> buf_6 -> buf_4 -> nor2b_1 -> o21ai_1 -> o21ai_1 -> or4_1 -> buf_2. The met3 global-route usage is 0.0309. Per the timing report, the achievable frequency comes out to 453 MHz.

The OpenROAD report gives the critical path a data arrival time of 1.83 ns. The checks that failed: setup timing. The chip area in the Yosys report is 697 um2. The number of inserted filler cells in the final layout is 417. TritonRoute reported its final design rule violation total as 0.

For reference, the final report shows the hold violation count at 0. Dividing the detail-routed wire length by the instance count gives 16.0 um. The startpoint class of the critical path is an input port. The final report gives the standard cell area, fillers excluded, as 1850 um2. The maximum number of pins on one net before global-route repair is 14.

The utilization of the core after routing is 0.418. The placeable core region is 4410 um2. The flow ran to the end, but the final reports show violations. The weighted congestion reported at the end of routability-driven placement is 0.827.

The critical path endpoint has a required time of 1.52 ns. The global-route congestion overflow total is 0. In the post-route report, total wirelength is listed as 3.91 mm. In the placement report, post-DP HPWL is listed as 3.20 mm. Antenna repair during routing inserted a diode count of 0. The type of the worst min-delay path is input port to output pin. The maximum fanout encountered on the critical timing path is 6. The layer flagged by global routing as most heavily used is met2. The height of the die is 88 um. Averaged over all synthesized cells, the footprint is 7.26 um2. In the layout the commonest cells are 35 x sky130_fd_sc_hd__clkdlybuf4s50_1, 27 x sky130_fd_sc_hd__buf_4, 13 x sky130_fd_sc_hd__dlygate4sd2_1. For this design, Yosys synthesis ends with a cell count of 96. At the floorplan stage, the core utilization is reported as 0.158. The number of stages on the worst hold path is 5.

The initial detailed-routing violation count is 69. The total vias in the final route is 1123. The detail route stage leaves a number of antenna-violating nets equal to 0. The share of the Yosys chip area taken by registers is 0. The wire length of the first global-routing pass is 5.97 mm.

The number of buffer cells added on primary ports is 69. The leakage component of the power was reported as 0.848 nW. The initial antenna violation count was 0. Dividing the final minimum period by the clock period gives 1.16. After synthesis, the netlist uses 41 different library cells.

The maximum ir drop on the vdd rail is 0.0000501 V. After layout, the minimum clock period comes to 2.21 ns. The placement row count is 24. The first detailed-routing pass ran for 4 iterations. The final-report setup violation count is 2.

In the final layout, the clock buffer count is 0. The start point of the critical path is sel[1]. Per the cell usage report, the commonest logic cell in the layout is sky130_fd_sc_hd__clkdlybuf4s50_1. The area taken by flip-flops and latches is 0 um2. The placement-stage worst setup slack is -1.14 ns.

The global-route met1 utilization is 0.125. The met2 global-route usage is 0.154. The placed instances occupy a cell area of 1580 um2. Counting the warning lines in the Yosys log gives 1. The final layout contains a sequential cell count of 0. The setup slack of the critical path after layout is -0.309 ns. On the critical path, the stage with the largest delay is an instance of sky130_fd_sc_hd__or4_1. The floorplan step defined a die boundary enclosing 7740 um2. The endpoint of the worst setup timing path is out[0]. Synthesis produced 96 cells.
timing repair:
item	in CTS	in global routing
hold buffers	0	0
pin swaps	14	15
setup endpoints to repair	2	2
buffers inserted	11	4
gates resized	73	30
final cells by class:
class	instances	area (um2)	share of cell area
Inverter	1	3.75	0.00203
Multi-Input combinational cell	85	754	0.409
Tap cell	52	65.1	0.0353
Timing Repair Buffer	107	1020	0.554
cell families after synthesis:
| group | share of synthesized area |
|---|---|
| AND/OR/NAND/NOR | 0.323 |
| AND-OR/OR-AND | 0.336 |
| multiplexers | 0.255 |
| buffers and inverters | 0.0862 |
worst min path at each step:
stage         startpoint      to  slack (ns)
CTS               sel[2]  out[0]        1.41
global route    inp30[0]  out[0]        1.33
finish          inp30[0]  out[0]        1.25
per-layer routing:
metal	vias up	wire length [um]
li1	591	-
met1	488	1720
met2	44	1790
met3	0	406
met4	0	0
met5	-	0
cells in the mapped netlist, types with 3 or more instances:
library cell,number,share of area
sky130_fd_sc_hd__a21oi_1,4,0.029
sky130_fd_sc_hd__a31oi_1,5,0.045
sky130_fd_sc_hd__a32oi_1,3,0.038
sky130_fd_sc_hd__buf_2,6,0.043
sky130_fd_sc_hd__mux2_2,4,0.065
sky130_fd_sc_hd__mux2i_1,11,0.16
sky130_fd_sc_hd__nand2_1,3,0.016
sky130_fd_sc_hd__nand3_1,4,0.029
sky130_fd_sc_hd__nor2_1,6,0.032
sky130_fd_sc_hd__nor2b_1,6,0.054
sky130_fd_sc_hd__nor3_1,3,0.022
sky130_fd_sc_hd__o21ai_0,5,0.036
critical path, delay by kind of cell:
| family | cells | cell delay, ns |
|---|---|---|
| buffers and inverters | 6 | 0.68 |
| AND-OR/OR-AND | 2 | 0.16 |
| AND/OR/NAND/NOR | 2 | 0.59 |
power by group:
part / switching [mW] / leakage (nW) / internal, mW / total, mW
Combinational: 0.123 / 0.848 / 0.238 / 0.361
Sequential: 0 / 0 / 0 / 0
Clock: 0 / 0 / 0 / 0
Total: 0.123 / 0.848 / 0.238 / 0.361
through the flow:
stage | hold slack [ns] | instances | power, mW | setup TNS, ns
after CTS | 1.41 | 241 | 0.336 | -0.566
final | 1.25 | 245 | 0.361 | -0.594
after global placement | 2.00 | 230 | 0.322 | -2.20
after floorplan | 0.983 | 96 | 0.111 | 0
after detailed placement | 2.00 | 230 | 0.321 | -2.21
after global routing | 1.33 | 245 | 0.391 | -0.792
Power and IR drop assume default switching activity.
